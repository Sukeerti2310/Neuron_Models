[run.sh]
#!/bin/bash
# OpenROAD 26Q1-2900-gdf79404cd8, Yosys 0.63+post, stock flow scripts
make -C /OpenROAD-flow-scripts/flow DESIGN_CONFIG=/design/flow/config.mk WORK_HOME=/design/flow/orfs finish
[config.mk]
export PLATFORM = sky130hd
export DESIGN_NAME = top
export DESIGN_NICKNAME = top
export VERILOG_FILES = /design/flow/design.v
export SDC_FILE = /design/flow/constraint.sdc
export NUM_CORES = 4
export LEC_CHECK = 1
export CORE_UTILIZATION = 40
export SYNTH_HDL_FRONTEND = slang
[constraint.sdc]
current_design top

set clk_period 9.6
set clk_io_pct 0.2

create_clock -name clk0 -period $clk_period [get_ports {clk}]

set non_clock_inputs [all_inputs -no_clocks]
set_input_delay [expr $clk_period * $clk_io_pct] -clock clk0 $non_clock_inputs
set_output_delay [expr $clk_period * $clk_io_pct] -clock clk0 [all_outputs]
[design.v]
module mult #(parameter weight = 0)
	      (
                  input [13:0] input2,
                  output [13:0] out   
               );
wire [27:0] temp_mult;
assign temp_mult = weight * input2;
assign out = temp_mult[21:8];
endmodule
module mux    #(
		parameter IN1 = 14'h800
	      )
	      (
		  input sel,  
                  output [13:0] out   
               );
assign out = (sel) ? IN1 : sel;
endmodule
parameter NO_OF_NEURONS = 8;
module neuron (
              input reset,
              input clk,
              input i_excitatory [7:0],
              input i_inhibitory [7:0],
	      output o_spike 
              );
localparam weight = 14'h800;  
localparam weight1 = 14'h9A;  
localparam weight2 = 14'hCD;  
localparam weight3 = 14'hE6;  
genvar i;
wire [13:0] excit_weighted [7:0];
wire [13:0] inhibit_weighted [7:0];
wire [13:0] excit_weight;
wire [13:0] inhibit_weight;
wire [13:0] final_decay;
wire [13:0] final_vt;
wire [13:0] vt_e;
wire [13:0] sum_vt_e;
wire [13:0] vt_i;
wire [13:0] sum_vt_i;
spike_sum element1 (
                   .reset (reset),
		   .clk (clk),
                   .i_weighted_spikes (excit_weighted),
                   .i_cond_decay (excit_weight),
                   .o_sum_voltage(sum_vt_e),
                   .o_sum_voltage_ff(vt_e)
                   );
spike_sum element2 (
                   .reset (reset),
                   .clk (clk),
                   .i_weighted_spikes (inhibit_weighted),
                   .i_cond_decay (inhibit_weight),
		   .o_sum_voltage(sum_vt_i),
                   .o_sum_voltage_ff(vt_i)
                   );
generate 
   for (i = 0; i < 8; i = i+1) begin
       mux #(.IN1(weight)) mux_e (
                 .sel (i_excitatory[i]),
                 .out (excit_weighted[i])
                  );
       mux #(.IN1(weight)) mux_i (
                 .sel (i_inhibitory[i]),
                 .out (inhibit_weighted[i])
                  );
   end
endgenerate         
mult #(weight1) mul3 (
          .input2 (vt_e),
          .out (excit_weight)
          );
mult #(weight2) mul4 (
          .input2 (vt_i),
          .out (inhibit_weight)
          );
mult #(weight3) mul5 (
          .input2 (final_vt),
          .out (final_decay)
          );
spike_sum3 element3 (
                    .reset (reset),
                    .clk (clk),
                    .i_sum_excit (sum_vt_e),
                    .i_sum_inhibit (sum_vt_i),
                    .i_cond_decay (final_decay),
                    .o_final_voltage (final_vt),
                    .o_spike (o_spike)
                    );
endmodule
module spike_sum (
                 input reset,
                 input clk,
                 input [13:0] i_weighted_spikes[7:0],
                 input [13:0] i_cond_decay,
                 output reg [13:0] o_sum_voltage_ff,
                 output reg [13:0] o_sum_voltage
                 );
genvar i;
assign o_sum_voltage = i_weighted_spikes[7] +  i_weighted_spikes[6] + i_weighted_spikes[5] 
                       +  i_weighted_spikes[4] +  i_weighted_spikes[3] +  i_weighted_spikes[2] 
                       +  i_weighted_spikes[1] +  i_weighted_spikes[0] + i_cond_decay;
always @(posedge clk or negedge reset) begin
    if (!reset) begin
        o_sum_voltage_ff <= 0;
    end
    else begin
        o_sum_voltage_ff <= o_sum_voltage;
    end
end
endmodule
module spike_sum3 (
                 input reset,
                 input clk,
                 input [13:0] i_sum_excit,
                 input [13:0] i_sum_inhibit,
                 input [13:0] i_cond_decay,
                 output reg [13:0] o_final_voltage,
                 output reg o_spike
                 );
wire [13:0] sum;
wire [13:0] sum_excit_decay;
genvar i;
reg spike_f;
reg spike_ff;
wire comp;
parameter threshold = 14'h1300;
assign sum = i_sum_excit - i_sum_inhibit + i_cond_decay;  
assign sum_excit_decay = i_sum_excit + i_cond_decay;
always_ff @(posedge clk or negedge reset) begin
    if (!reset) begin
        o_final_voltage <= 0;
    end
    else begin
       if (o_spike == 1) begin
          o_final_voltage <= 0;
       end
       else begin
	  if (sum_excit_decay > i_sum_inhibit) begin
	      o_final_voltage <= sum;
	  end
	  else begin
              o_final_voltage <= 0;
	  end
       end
    end
end
assign comp = (o_final_voltage >= threshold);
always_ff @(posedge clk or negedge reset) begin
    if (!reset) begin
        spike_f <= 1'b0;
    end
    else begin
        if (comp) begin
           spike_f <= 1'b1;
        end
        else
           spike_f <= 1'b0;
        end
    end
always_ff @(posedge clk or negedge reset) begin
    if (!reset) begin
        spike_ff <= 1'b0;
    end
    else begin
        spike_ff <= spike_f;
    end
end
assign o_spike = spike_f && ~spike_ff;
endmodule
module top (
	    input reset,
	    input clk,
	    input ex1,
	    input ex2,
	    input ex3,
	    input ex4,
	    input in1,
	    input in2, 
	    input in3,
	    input in4,
	    output led
	   );
wire exc_arr [7:0];
wire inh_arr [7:0];
reg del_ex1, del_ex2, del_ex3, del_ex4, del_in1, del_in2, del_in3, del_in4;
reg del2_ex1, del2_ex2, del2_ex3, del2_ex4, del2_in1, del2_in2, del2_in3, del2_in4;
wire op_spike;
assign exc_arr[7] = 0;
assign exc_arr[6] = 0;
assign exc_arr[5] = 0;
assign exc_arr[4] = 0;
assign exc_arr[3] = ex4 & ~del2_ex4;
assign exc_arr[2] = ex3 & ~del2_ex3;
assign exc_arr[1] = ex2 & ~del2_ex2;
assign exc_arr[0] = ex1 & ~del2_ex1;
assign inh_arr[7] = 0;
assign inh_arr[6] = 0;
assign inh_arr[5] = 0;
assign inh_arr[4] = 0;
assign inh_arr[3] = in4 & ~del2_in4;
assign inh_arr[2] = in3 & ~del2_in3;
assign inh_arr[1] = in2 & ~del2_in2;
assign inh_arr[0] = in1 & ~del2_in1;
neuron neur (
	     .reset (reset),
	     .clk (clk),
	     .i_excitatory (exc_arr),
	     .i_inhibitory (inh_arr),
	     .o_spike (op_spike)
	    );
always@ (posedge clk)
begin
    del_ex4 <= ex4;
    del_ex3 <= ex3;
    del_ex2 <= ex2;
    del_ex1 <= ex1;
    del_in4 <= in4;
    del_in3 <= in3;
    del_in2 <= in2;
    del_in1 <= in1; 
end
always@ (posedge clk)
begin
    del2_ex4 <= del_ex4;
    del2_ex3 <= del_ex3;
    del2_ex2 <= del_ex2;
    del2_ex1 <= del_ex1;
    del2_in4 <= del_in4;
    del2_in3 <= del_in3;
    del2_in2 <= del_in2;
    del2_in1 <= del_in1;
end
assign led = op_spike;
endmodule
==> run summary <==
yosys + openroad results -> outcome=finished clean, FILL cells=2108, num ports=11, Vias/cell=4.68, Hold-fix buffers, CTS=0, final setup fails=0, met3 routed WL=665 µm, num rows=54, largest net degree at the start of global routing=45, Crit-path slowest cell=fa_1, max-capacitance violation count=0, r2r endpoint=neur.element3.o_final_voltage[12], Hold WC Path Type=reg2reg, Num CTS Buffers=9, reg2reg setup slack=approximately 1900 ps, CTS tree=built, Init Core Util=41.4%, initial antenna violation count=0, RR Startpoint=neur.element1.o_sum_voltage_ff[6], WP buf/inv=3, synth warn=0, post-synthesis cell count=955, Distinct cells, synth=about 49, highest metal used=met4, Worst R2R Path Depth=31, DRC=0, TNS Setup=0 ps, Critical Path RT=9870 ps, Die X=153 µm, share of cells above drive strength 1=2.95%, DRT antenna net count=0, PostCTS Resize Cnt=0, TritonRoute pass-1 iters=4, hold_sp=del_ex2, Crit path max-delay family=adder cells, area delta synth->final=8.47%, max-slew violations=0, Yosys chip area=9150 µm², Synth Register Bits=roughly 60, number of global-route vias before repair=5977, HPWL after DPL=14200 µm, CP Data Arrival Time=7960 ps, WHS Endpoint=del2_ex2, Post-synth ARST share=73.3%, Post-synth seq share=approximately 16%, wire per inst=between 10 and 15 µm, Die Size=roughly 23000 µm², Max Freq=130 MHz, drt initial violations=126, WL final=16200 µm, Main synth FF type=dfrtp_1, Hold Path Cell Cnt=0, Die Height=~150 µm, per-instance average area after synthesis=9.58 µm², H-tree lvl count=3, first-pass GRT wire length=28600 µm, routed via count=5904, crit-path max FO=14, mapped cell area=about 9100 µm², setup repair after global routing missed its margin=no, core footprint=22100 µm², clock-pin transition on the worst setup and hold timing paths=60 ps, WL met2=7020 µm, Latency at later pin=340 ps, port buffer count=10, met1 WL=8310 µm, fin crit period=7680 ps, RePlAce Congestion=0.904, skew final=5.35 ps, Setup Buffers After CTS=0, critical path's most frequent cell=ha_1, CP max stage delay=540 ps, Tool Warnings=38, TritonCTS Sinks=60, worst slew pin tran=between 600 and 700 ps, Final Cycle Share=80.0%, Root Buffer=clkbuf_16, Critical Path Sink Type=flip-flop, GRT Total Usage=15.7%, Max Root-Sink Buffers=2, total grt overflow=0, Inserted Diodes=0, kind of critical path=reg2reg, most frequent cells in the layout=259 x inv_1, 219 x ha_1, 94 x fa_1, Post-synth EDFFs=0, CP Launch Type=flip-flop, most instantiated logic cell after routing=inv_1, # Cells Yosys=955, slew margin rel.=around three fifths, Hold Vio Cnt, Final=0
-- sequential cells by signal (all words and copies together), names as in the netlist --
signal and count:
del2_ex1 1, del2_ex2 1, del2_ex3 1, del2_ex4 1, del2_in1 1, del2_in2 1
del2_in3 1, del2_in4 1, del_ex1 1, del_ex2 1, del_ex3 1, del_ex4 1
del_in1 1, del_in2 1, del_in3 1, del_in4 1, neur.element1.o_sum_voltage_ff 14, neur.element2.o_sum_voltage_ff 14
neur.element3.o_final_voltage 14, neur.element3.spike_f 1, neur.element3.spike_ff 1
-- worst reg2reg max path: cells and delay by family (launching register included) --
kind	cells	cell delay, ps
compound gates	10	1980
xor+xnor	6	1350
fa+ha+maj	9	3080
buf+inv	3	320
flops	1	450
simple gates	3	440
-- how the worst max path moves through the flow --
stage	start	endpoint	slack [ps]	depth (start not counted)
final	neur.element1.o_sum_voltage_ff[6]	neur.element3.o_final_voltage[12]	1920	31
after global routing	neur.element1.o_sum_voltage_ff[6]	neur.element3.o_final_voltage[13]	1440	31
after CTS	neur.element1.o_sum_voltage_ff[6]	neur.element3.o_final_voltage[13]	1900	31
-- final cells by class --
cell class	count	area (µm²)	area share, %
multi-input cells	635	6750	68.0
flip-flops and latches	60	1420	14.3
inverters	259	972	9.80
well taps	280	350	3.53
clock buffers	14	305	3.08
repair buffers	12	110	1.11
clock inverters	2	12.5	0.126
-- per-stage QoR --
stage	hold slack [ps]	cells	cell area, µm²	util (%)	setup slack (ps)
5_1_grt	333	1262	9920	44.9	1440
6_report	323	1262	9920	44.9	1920
3_3_place_gp	310	1246	9600	43.5	2100
2_1_floorplan	310	955	9150	-	2350
3_5_place_dp	313	1246	9600	43.5	1970
4_1_cts	325	1262	9920	44.9	1900
-- cell families after synthesis --
kind of cell / after synthesis / share of synthesized area (%)
fa+ha+maj: 313 / 50.5
buf+inv: 260 / 10.7
simple gates: 128 / 7.04
compound gates: 122 / 9.03
xor+xnor: 72 / 7.19
flops: 60 / 15.5
-- metal layers --
metal,up-vias,GRT usage [%]
met5,-,0
met4,0,1.59
met3,10,3.21
met2,63,23.9
met1,2740,24.4
li1,3091,-
-- cells in the mapped netlist (all sizes together) (15+ instances only) --
master | instances | area [µm²]
ha | 219 | 2740
nor3 | 16 | 80.1
nand2 | 15 | 56.3
xor2 | 26 | 228
dfrtp | 44 | 1100
o21bai | 15 | 113
inv | 259 | 972
a21oi | 44 | 228
fa | 94 | 1880
nor2 | 38 | 143
dfxtp | 16 | 320
xnor2 | 44 | 385
o21ai | 21 | 109
